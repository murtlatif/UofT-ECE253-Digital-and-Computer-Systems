$ cat flow/config.mk
export PLATFORM = sky130hd
export DESIGN_NAME = part3
export DESIGN_NICKNAME = part3
export VERILOG_FILES = /design/flow/design.v
export SDC_FILE = /design/flow/constraint.sdc
export NUM_CORES = 4
export LEC_CHECK = 1
export CORE_AREA = 10 10 70 70
export DIE_AREA = 0 0 80 80
$ cat flow/design.v
module part3(SW, LEDR);
	input [9:0] SW;
	output [9:0] LEDR;
	wire [3:0] A, B;
	wire cin, c1, c2, c3;
	assign A = SW[7:4];
	assign B = SW[3:0];
	assign cin = SW[8];
	full_adder out1(A[0], B[0], cin, c1, LEDR[0]);
	full_adder out2(A[1], B[1], c1, c2, LEDR[1]);
	full_adder out3(A[2], B[2], c2, c3, LEDR[2]);
	full_adder out4(A[3], B[3], c3, LEDR[4], LEDR[3]);
endmodule
module full_adder(a, b, cin, cout, s);
	input a, b, cin;
	output s, cout;
	assign s = cin ^ (a ^ b);
	assign cout = (~(a ^ b) & b) | ((a ^ b) & cin);	
endmodule
$ cat flow/run.sh
#!/bin/bash
# OpenROAD 26Q1-2900-gdf79404cd8, Yosys 0.63+post, stock flow scripts
make -C /OpenROAD-flow-scripts/flow DESIGN_CONFIG=/design/flow/config.mk WORK_HOME=/design/flow/orfs finish
$ cat flow/constraint.sdc
current_design part3

set clk_period 5.0
set clk_io_pct 0.2

create_clock -name clk0 -period $clk_period

set non_clock_inputs [all_inputs -no_clocks]
set_input_delay [expr $clk_period * $clk_io_pct] -clock clk0 $non_clock_inputs
set_output_delay [expr $clk_period * $clk_io_pct] -clock clk0 [all_outputs]
==> flow_metrics.env <==
# physical design summary
export IMPL_slew_viol_final=0
export IMPL_cts_setup_buffers=0
export IMPL_io_pins=20
export IMPL_fp_util_pct=5.971
export IMPL_path_buffers=2
export IMPL_top_cell="buf_4"
export IMPL_comb_area_um2=143.9
export IMPL_tns_ns=0
export IMPL_flop_count=0
export IMPL_yosysTopAreaCell="buf_4"
export IMPL_cp_arrival_ns=3.10
export IMPL_startpoint_type="input pin"
export IMPL_drive_gt1_share_pct=8.824
export IMPL_drt_first_pass_iters=2
export IMPL_crit_type="in -> out"
export IMPL_slowest_delay_ns=0.49
export IMPL_top_area_share_pct=36.81
export IMPL_hold_ws_ns=3.005
export IMPL_synth_area_um2=203.9
export IMPL_seq_area_um2=0
export IMPL_core_area_um2=3416
export IMPL_place_gp_congestion=0.5620
export IMPL_grt_pass1_wl_um=800
export IMPL_via_per_inst=2.025
export IMPL_leakage_uw=0.0001041
export IMPL_vias=162
export IMPL_rsz0062_at_grt="false"
export IMPL_portBuffers=14
export IMPL_grt_pass1_vias=175
export IMPL_yosysWarnings=5
export IMPL_fillers=406
export IMPL_syn_area_per_cell_um2=7.844
export IMPL_placed_area_um2=341.6
export IMPL_crit_top_cell="maj3_2"
export IMPL_ys_types=8
export IMPL_final_util_pct=10.00
export IMPL_hold_depth=4
export IMPL_hp_class="in -> out"
export IMPL_wl_um=559
export IMPL_required_ns=4.00
export IMPL_grt_usage_pct=1.570
export IMPL_grt_overflow_total=0
export IMPL_antenna_diode_count=0
export IMPL_hold_violations=0
export IMPL_rows=21
export IMPL_design_area_um2=341.6
export IMPL_initialDrtViolationCount=6
export IMPL_clock_buffers=0
export IMPL_ir_drop_mv=0.02095
export IMPL_syn_inst=26
export IMPL_ant_nets=0
export IMPL_fmax_mhz=243.7
export IMPL_wl_per_cell_um=6.988
export IMPL_die_area_um2=6400
export IMPL_antenna_found_initial=0
export IMPL_drc=0
export IMPL_p_per_area_nw_per_um2=103.5
export IMPL_die_y_um=80
export IMPL_drv_cap=0
export IMPL_cp_depth=6
export IMPL_cts_resized=0
export IMPL_ys_area_um2=203.9
export IMPL_finalCritPeriodShare_pct=82.08
export IMPL_die_w_um=80
export IMPL_path_cells="clkdlybuf4s50_1 > maj3_2 > maj3_2 > maj3_2 > xnor2_1 > clkdlybuf4s50_1"
export IMPL_cp_endpoint="LEDR[3]"
export IMPL_crit_family="adder cells"
export IMPL_setup_violations=0
export IMPL_ys_seq_share_pct=0
export IMPL_fin_ws_ns=0.8960
export IMPL_cp_max_fo=4
export IMPL_yosys_cells=26
export IMPL_period_needed_ns=4.104
export IMPL_end_kind="output port"
export IMPL_cts_hold_buf=0
export IMPL_top_cells_by_area="buf_4, xnor2_1, maj3_2"
export IMPL_syn2layout_area_growth_pct=67.48
export IMPL_openroad_warnings=33
export IMPL_cp_startpoint="SW[8]"
export IMPL_top_cells_by_count="buf_4, xnor2_1, maj3_2"
export IMPL_cp_slowest_cell="clkdlybuf4s50_1"
export IMPL_status="finished clean"
export IMPL_grt_max_degree=5
export IMPL_place_ws_ns=0.8596
==> placed cells by master (no fill, tap or decap), drive strengths merged <==
cell	Yosys	layout
a21oi	1	1
a22oi	1	1
conb	1	5
xnor2	8	8
o21ai	1	1
maj3	3	3
clkdlybuf4s50	0	14
nor2	1	1
==> logic make-up after synthesis <==
family | Yosys count | synth area share [%]
compound gates | 3 | 8.586
xor+xnor | 8 | 34.36
fa+ha+maj | 3 | 16.56
buf+inv | 10 | 36.81
other cells | 1 | 1.839
simple gates | 1 | 1.839
==> tightest hold or removal path, delay by kind of cell <==
family	cells	cell delay, ns
compound gates	1	0.05
buf+inv	2	0.85
simple gates	1	0.11
==> worst min path at each step <==
stage,startpoint,to,slack [ns]
finish,SW[3],LEDR[4],3.00
global route,SW[3],LEDR[4],3.05
CTS,SW[3],LEDR[4],3.02
==> final cells by class <==
class                           count  share of cell area (%)
Multi-Input combinational cell     20                   42.12
Timing Repair Buffer               14                   41.03
Tap cell                           46                   16.85
==> power breakdown <==
| part | switching, µW | internal, µW | total (µW) |
|---|---|---|---|
| Clock | 0 | 0 | 0 |
| Sequential | 0 | 0 | 0 |
| Combinational | 10.1 | 25.3 | 35.4 |
| Total | 10.1 | 25.3 | 35.4 |
==> per-stage QoR <==
stage | instances | power (µW)
floorplan | 30 | 23.17
finish | 80 | 35.37
global route | 80 | 39.04
detailed placement | 80 | 36.92
CTS | 80 | 36.97
global placement | 80 | 36.77
==> routing by layer <==
layer	up-vias	GRT usage (%)	routed length [µm]
met1	69	1.582	202
met3	0	0.4545	31
met5	-	0	0
met2	7	3.210	324
li1	86	-	-
met4	0	0	0
Power figures rest on the tool's default switching activity, not on a simulated workload.
