==> design.v <==
module lab3_prelab_part4(SW, HEX0);
	input [4:0] SW;
	output [6:0] HEX0;
	wire c0, c1;
	assign c0 = SW[0];
	assign c1 = SW[1];
	assign HEX0[0] = (c0 & ~c1);
	assign HEX0[1] = (~c0);
	assign HEX0[2] = (~c0);
	assign HEX0[3] = (~c1);
	assign HEX0[4] = (~c1);
	assign HEX0[5] = (c0 & ~c1);
	assign HEX0[6] = (~c1);
endmodule
module lab3_prelab(SW, LEDR, HEX0, HEX1, HEX2);
	input [9:0] SW;
	output [9:0] LEDR;
	output [0:6] HEX0, HEX1, HEX2;
	wire [1:0] M0, M1, M2, M3;
	mux_2bit_3to1 U0 (SW[9:8], SW[5:4], SW[3:2], SW[1:0], M0);
	mux_2bit_3to1 U1 (SW[9:8], SW[3:2], SW[1:0], SW[5:4], M1);
	mux_2bit_3to1 U2 (SW[9:8], SW[1:0], SW[5:4], SW[3:2], M2);
	mux_2bit_3to1 U3 (SW[9:8], SW[5:4], SW[3:2], SW[1:0], M3);
	char_7seg H0 (M0, HEX0);
	char_7seg H1 (M1, HEX1);
	char_7seg H2 (M2, HEX2);
	char_7seg H3 (M3, HEX3);
endmodule
module char_7seg(C, Display);
	input [1:0] C;
	output [0:6] Display;
	assign Display[0] = (C[0] & ~C[1]);
	assign Display[1] = (~C[0]);
	assign Display[2] = (~C[0]);
	assign Display[3] = (~C[1]);
	assign Display[4] = (~C[1]);
	assign Display[5] = (C[0] & ~C[1]);
	assign Display[6] = (~C[1]);
endmodule
module mux_2bit_3to1(S, U, V, W, M);
	input [1:0] S, U, V, W;
	output [1:0] M;
	assign M[0] = (~S[0] & ~S[1] & U[0]) | (S[0] & ~S[1] & V[0]) | (S[1] & W[0]);
	assign M[1] = (~S[0] & ~S[1] & U[1]) | (S[0] & ~S[1] & V[1]) | (S[1] & W[1]);
endmodule
==> run.sh <==
#!/bin/bash
# OpenROAD 26Q1-2900-gdf79404cd8, Yosys 0.63+post, stock flow scripts
make -C /OpenROAD-flow-scripts/flow DESIGN_CONFIG=/design/flow/config.mk WORK_HOME=/design/flow/orfs finish
==> config.mk <==
export PLATFORM = sky130hd
export DESIGN_NAME = lab3_prelab
export DESIGN_NICKNAME = lab3_prelab
export VERILOG_FILES = /design/flow/design.v
export SDC_FILE = /design/flow/constraint.sdc
export NUM_CORES = 4
export LEC_CHECK = 1
export CORE_AREA = 10 10 70 70
export DIE_AREA = 0 0 80 80
==> constraint.sdc <==
current_design lab3_prelab

set clk_period 1.0
set clk_io_pct 0.2

create_clock -name clk0 -period $clk_period

set non_clock_inputs [all_inputs -no_clocks]
set_input_delay [expr $clk_period * $clk_io_pct] -clock clk0 $non_clock_inputs
set_output_delay [expr $clk_period * $clk_io_pct] -clock clk0 [all_outputs]
==> notes.md <==
Item: results of the latest flow run.

- The flow ran to the end, but the final reports show violations.
- The checks that failed: setup timing.
- The kind of capture point of the worst setup path is a primary output.
- Of the total synthesized cell area, the portion taken by XOR and XNOR cells is 0.
- The first global-routing pass estimated 2040 µm of wire.
- The number of global-route vias before repair came to 406.
- Grouping non-sequential cells by family puts the most area in buffers and inverters.
- TritonRoute output was used to compute an average wire per cell of 11.0 µm.
- The number of clock buffer instances in the layout is 0.
- After floorplanning, the die was sized to cover 6400 µm².
- The cell that appears most often on the critical path is sky130_fd_sc_hd__buf_6.
- The commonest non-fill, non-tap cell in the layout is sky130_fd_sc_hd__buf_6.
- Post-route period utilization is reported as 1.36.
- Synthesis handed over a netlist of 43 instances.
- The remaining routing DRC violations is 0.
- The floorplan step records an initial core utilization of 0.107.
- Together, buffers and inverters on the worst path number 4.
- The number of violations reported at the end of detailed-routing iteration 0 is 5.
- The number of warning messages in the logs is 37.
- After synthesis, the netlist uses 10 different library cells.
- In the post-route report, total wirelength is listed as 1380 µm.
- In the setup report, the worst path falls into the class in -> out.
- The layout overhead on the synthesized area is 123%.
- The total of endpoints with negative setup slack in the final report is 21.
- The first detailed-routing pass ran for 2 iterations.
- Of the post-synthesis cell area, the dominant cell type holds 0.451.
- In the final report, the number of pins over their slew limit comes to 0.
- The number of hold-slack violations in the final timing report is 0.
- STA puts the critical path data required time at 0.80 ns.
- The weighted congestion reported at the end of routability-driven placement is 0.758.
- The worst path arrival time is 1.16 ns.
- The largest total area in the synthesized netlist belongs to sky130_fd_sc_hd__buf_4.
- The total area inside the core boundary comes to 3420 µm².
- The peak ir drop on the vdd network is 0.0830 mV.
- The layout filler cell count is 372.
- The via total after detailed routing is 375.
- The antenna cell count is 0.
- Grouping stages by cell kind, the critical path spends the most delay in multiplexers.
- In this run, the synthesized area fraction spent on AND-OR/OR-AND gates is recorded as 0.130.
- The slack of the critical path is -0.356 ns.
- The cell sequence reported for the critical path is buf_8 > buf_6 > mux2_4 > mux2i_4 > buf_6 > a211oi_2 > buf_2.
- Once detailed placement completed, the half-perimeter wirelength came to 1110 µm.
- The synthesis report lists the most area-consuming cells as sky130_fd_sc_hd__buf_4, sky130_fd_sc_hd__mux2_4, sky130_fd_sc_hd__mux2i_2, sky130_fd_sc_hd__mux2i_1, sky130_fd_sc_hd__a211oi_2.
- Setup repair after global routing could not meet its margin everywhere.
- Leaving out fill and tap cells, the most frequent cells in the layout are sky130_fd_sc_hd__buf_6, sky130_fd_sc_hd__buf_2, sky130_fd_sc_hd__conb_1, sky130_fd_sc_hd__buf_4, sky130_fd_sc_hd__mux2i_4.
- The portion of synthesized area spent on multiplexers is 0.317.
- Per the Yosys statistics, synthesis produced 43 cells.
- Dividing the detail-routed via count by the number of cells gives 3.00.
- The number of flip-flops and latches is 0.
- The minimum period implied by the final worst setup slack is 1.36 ns.
- Counting instances, the worst hold path has a depth of 3.
- The cell-mix breakdown from Yosys lists the simple-gate area share as 0.0307.
- The report lists the power per cell area as 493 nW/µm².
- The share of final-layout standard cells stronger than drive strength 1 is 0.848.
- STA reports the tightest min-delay check as being of type in -> out.
- In the synthesis report, Yosys lists the chip area as 367 µm².
- The number of rows in the core area is 21.
- STA classifies the critical path startpoint as an input port.
- The highest clock frequency the design can meet is 737 MHz.
- The die extent in y is 80 µm.
- Among all stages on the critical path, the largest delay is contributed by sky130_fd_sc_hd__mux2_4.
- After layout, the design draws a total of 0.403 mW.
- The cell-mix breakdown from Yosys lists the adder-cell area share as 0.
- Per STA, the highest per-stage delay on the worst path measures 0.30 ns.
- The synthesis log from Yosys contains 12 warnings.
- Entering global routing, the biggest net connects 5 pins.
- The average cell area after synthesis is 8.53 µm².
- The I/O pin total is 41.
- The count of max-cap constraint violations is 0.
- In this run the worst path has a maximum fanout of 3.
- For the worst min-delay path, the startpoint reported by OpenROAD is SW[1].
- The total of buffers placed on input and output ports is 29.
- The die is 80 µm wide.
- The residual overflow from global routing is 0.
- For this run, the total global-route usage over all layers was measured as 0.0393.
- The power report puts the leakage power at 0.379 nW.
- The share of the Yosys chip area taken by registers is 0.
- The area of combinational cells with multiple inputs is 322 µm².
- The number of placed instances, taps included is 112.
- The area taken by sequential standard cells is reported as 0 µm².
- Nets still carrying antenna violations after routing amount to 0.
- The count of non-filler cells in the finished layout is 125.
- The number of antenna violations at the first check in global routing is 0.
- The area of the mapped netlist is 367 µm².
- The destination of the worst hold path is HEX0[0].
- In this run, post-CTS hold repair placed 0 buffers.
through the flow:
stage	TNS, ns	hold slack, ns	cell area [µm²]	setup WS, ns	utilization
after floorplan	-0.752	0.440	404	-0.140	-
after global placement	-22.87	1.45	628	-1.16	0.184
after detailed placement	-22.98	1.45	628	-1.16	0.184
after CTS	-5.57	0.741	802	-0.390	0.235
after global routing	-6.10	0.796	818	-0.392	0.240
final	-5.23	0.767	818	-0.356	0.240
repair_timing:
item | CTS | global route
setup buffers | 14 | 0
gates resized | 118 | 11
pin swaps | 8 | 4
setup endpoints to repair | 21 | 21
routing by layer:
metal,GRT usage,routed length [µm],vias up
met5,0,0,-
met4,0,0,0
met3,0.00682,84,0
met2,0.0803,778,16
met1,0.0425,513,176
li1,-,-,183
worst max path at each step:
stage | from | endpoint | depth (start not counted)
4_1_cts | SW[9] | HEX1[5] | 7
5_1_grt | SW[8] | HEX1[0] | 7
6_report | SW[8] | HEX1[5] | 7
cell type report:
type                       count  share of cell area
timing repair buffer          51               0.537
multi-input combinational     28               0.393
tap                           46              0.0703
synth_stat cells:
cell	count
sky130_fd_sc_hd__mux2_4	3
sky130_fd_sc_hd__buf_6	2
sky130_fd_sc_hd__buf_4	22
sky130_fd_sc_hd__a211oi_1	1
sky130_fd_sc_hd__conb_1	1
sky130_fd_sc_hd__mux2i_1	3
sky130_fd_sc_hd__nor2_1	3
sky130_fd_sc_hd__mux2i_2	3
sky130_fd_sc_hd__a21oi_1	3
sky130_fd_sc_hd__a211oi_2	2
logic make-up (layout without fill, tap and decap cells):
kind of cell / after synthesis / count (layout)
buffers and inverters: 24 / 51
multiplexers: 9 / 9
other: 1 / 10
AND-OR/OR-AND: 6 / 6
AND/OR/NAND/NOR: 3 / 3
report_power, final:
| part | leakage, nW | switching, mW | internal (mW) |
|---|---|---|---|
| Clock | 0 | 0 | 0 |
| Sequential | 0 | 0 | 0 |
| Combinational | 0.379 | 0.143 | 0.261 |
| Total | 0.379 | 0.143 | 0.261 |
Power is estimated from default activity; no workload was simulated.
